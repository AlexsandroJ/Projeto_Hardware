$ cat /design/flow/run.sh
#!/bin/bash
# OpenROAD 26Q1-2900-gdf79404cd8, Yosys 0.63+post, stock flow scripts
make -C /OpenROAD-flow-scripts/flow DESIGN_CONFIG=/design/flow/config.mk WORK_HOME=/design/flow/orfs finish
$ cat /design/flow/config.mk
export PLATFORM = sky130hd
export DESIGN_NAME = mux64
export DESIGN_NICKNAME = mux64
export VERILOG_FILES = /design/flow/design.v
export SDC_FILE = /design/flow/constraint.sdc
export NUM_CORES = 4
export LEC_CHECK = 1
export CORE_AREA = 10 10 132 132
export DIE_AREA = 0 0 142 142
$ cat /design/flow/constraint.sdc
current_design mux64

set clk_period 13.5
set clk_io_pct 0.2

create_clock -name clk0 -period $clk_period

set non_clock_inputs [all_inputs -no_clocks]
set_input_delay [expr $clk_period * $clk_io_pct] -clock clk0 $non_clock_inputs
set_output_delay [expr $clk_period * $clk_io_pct] -clock clk0 [all_outputs]
$ cat /design/flow/design.v
module mux64
(   
    input logic [2:0]Seletor, 
    input logic [63:0] A, 
    input logic [63:0] B, 
    input logic [63:0] C, 
    input logic [63:0] D,
    output logic [63:0] Saida);
    always_comb begin
        case(Seletor)
            3'b000: Saida = A;
            3'b001: Saida = B;
            3'b010: Saida = C;
            3'b011: Saida = D ;
            default: Saida = 64'd0;
        endcase
    end
endmodule
==> flow_summary.yaml <==
# flow metrics
min_path:
  hold_path_class: "primary input to primary output"
  whs_endpoint: "Saida[27]"
  worstHoldStart: "Seletor[0]"
  hold_depth: 4
floorplan:
  coreArea_sq_um: 14530
  die-width_um: 142
  die_area_sq_um: 20160
  die_h_um: 142
  rows: 44
  initial_core_util: 0.1380
  pin_count: 323
run_status:
  status: "finished, final reports clean"
critical_path:
  start_kind: "primary input"
  arrival_ps: 4750
  critical_path_class: "primary input to primary output"
  cp_num_buf_inv: 3
  required_ps: 10800
  cp-end-kind: "primary output"
  cp_cell_sequence: "buf_6 -> buf_4 -> mux2i_1 -> o22ai_1 -> clkdlybuf4s50_1"
  cp_top_family: "buffers and inverters"
  path_depth: 5
  worst-path-max-fanout: 48
  critPathMaxStageDelay_ps: 720
  cpMaxStageDelayCell: "buf_4"
synth:
  area_leaders: "mux2i_1, o22ai_1, buf_12, buf_8, buf_2"
  synth_area_sq_um: 2006
  synth.avg_cell_area_sq_um: 9.035
  common_cells: "mux2i_1, o22ai_1, buf_12"
  yosys_area_sq_um: 2006
  netlist.top_cell.by_area: "mux2i_1"
  top_cell_area_share: 0.6388
  synth.most_common_cell: "mux2i_1"
  netlist_instances: 222
  synth.distinct_cells: 10
  synth_warnings: 1
  synth_seq_share: 0
  ys_cells: 222
global_route:
  grt_pass1_wl_mm: 18.92
  grt_usage: 0.1160
  grt_max_degree: 65
  grt_pass1_vias: 3252
  grt_overflow: 0
  antenna_found_initial: 0
timing:
  relSlewSlack: 0.4784
  finalHoldViolations: 0
  finalMaxSlewViolations: 0
  finalClockPeriodUsage: 0.5520
  rsz0062_at_grt: "no"
  fmax_mhz: 134.2
  setup_tns_ps: 0
  fin_crit_ps: 7452
  setup_viol: 0
  max_slew.worst_pin.slew_ps: 782.4
power:
  pwr_density_cell_nw_per_um2: 30.33
  leakagePower_nw: 2.115
  ir_drop_uv: 12.40
detailed_routing:
  first_pass_iters: 4
  wirelength_mm: 12.91
  wl_per_cell_um: 18.31
  vias: 2957
  antenna_left: 0
  drtIter0Drc: 60
  via_per_inst: 4.194
  drc: 0
  antennaDiodeCount: 0
final_layout:
  seq_cells: 0
  layout-drive-gt1-share: 0.01344
  final_cell_area_sq_um: 5191
  area_delta_synth_final_pct: 158.8
  fill_cells: 1438
  final.clkbuf_count: 0
  regArea_sq_um: 0
cts:
  cts_resized: 0
  cts_setup_buffers: 0
  cts_hold_buf: 0
placement:
  placed_cell_area_sq_um: 5191
  gp_congestion: 0.8210
  dpl.hpwl_mm: 11.09
  portBuffers: 323
run:
  warning_count: 32
  cap_violations: 0
==> layer usage <==
metal,vias to the layer above,GRT usage,part of all wire
met3,2,0.04709,0.11
met2,165,0.2094,0.52
met1,1294,0.1319,0.36
met5,-,0,0
met4,0,0.002152,0.0020
li1,1496,-,-
==> power by group <==
group | internal (mW) | total (mW) | leakage, nW | switching, mW
sequential | 0 | 0 | 0 | 0
combinational | 0.114 | 0.157 | 2.12 | 0.0431
clock | 0 | 0 | 0 | 0
total | 0.114 | 0.157 | 2.12 | 0.0431
==> cell type report <==
class                           count  area (sq um)  share of cell area
Multi-Input combinational cell    194          1697              0.3268
Timing Repair Buffer              327          3264              0.6288
Tap cell                          184         230.2             0.04435
==> cells by family (layout without fill, tap and decap cells) <==
logic type,count (synthesis),after routing,synth area share
AND-OR/OR-AND,64,64,0.1996
multiplexers,128,128,0.6388
AND/OR/NAND/NOR,2,2,0.006242
buffers and inverters,28,327,0.1553
==> worst max-delay path by stage <==
stage | startpoint | to | slack (ps)
finish | Seletor[0] | Saida[27] | 6050
global route | Seletor[0] | Saida[33] | 5910
CTS | Seletor[0] | Saida[27] | 6010
==> cells in the final DEF, fill, tap and decap left out <==
master	netlist	final
clkdlybuf4s50_1	0	322
nand2b_2	0	1
buf_4	1	4
or2_2	0	1
buf_6	1	1
o22ai_1	64	64
mux2i_1	128	128
==> metrics by stage <==
| step | instances | utilization | setup slack, ps | hold slack [ps] | power [mW] |
|---|---|---|---|---|---|
| final | 705 | 0.3572 | 6048 | 6349 | 0.1574 |
| after global placement | 705 | 0.3572 | 6058 | 6343 | 0.1586 |
| after CTS | 705 | 0.3572 | 6011 | 6365 | 0.1599 |
| after global routing | 705 | 0.3572 | 5906 | 6384 | 0.1697 |
| after detailed placement | 705 | 0.3572 | 6013 | 6358 | 0.1589 |
| after floorplan | 222 | - | 7464 | 5495 | 0.05187 |
Power is estimated from default activity; no workload was simulated.
